**flow/config.mk**
```make
export PLATFORM = sky130hd
export DESIGN_NAME = ALU
export DESIGN_NICKNAME = ALU
export VERILOG_FILES = /design/flow/design.v
export SDC_FILE = /design/flow/constraint.sdc
export NUM_CORES = 4
export LEC_CHECK = 1
export CORE_AREA = 10 10 85 85
export DIE_AREA = 0 0 95 95
```
**flow/constraint.sdc**
```tcl
current_design ALU

set clk_period 2.0
set clk_io_pct 0.2

create_clock -name clk0 -period $clk_period

set non_clock_inputs [all_inputs -no_clocks]
set_input_delay [expr $clk_period * $clk_io_pct] -clock clk0 $non_clock_inputs
set_output_delay [expr $clk_period * $clk_io_pct] -clock clk0 [all_outputs]
```
**flow/design.v**
```verilog
`timescale 1ns/1ps
module alu_top(
               src1,        
               src2,        
               less,        
               A_invert,    
               B_invert,    
               cin,         
               operation,   
               result,      
               cout,        
               );
input         src1;
input         src2;
input         less;
input         A_invert;
input         B_invert;
input         cin;
input [2-1:0] operation;
output        result;
output        cout;
reg           result;
always@(*)
begin
end
endmodule
module ALU(
    src1_i,
	src2_i,
	ctrl_i,
	result_o,
	zero_o,
        cout,
        overflow
	);
input  [64-1:0]  src1_i;
input  [64-1:0]	 src2_i;
input  [4-1:0]   ctrl_i;  
output [64-1:0]	 result_o;
output           zero_o;
output          cout;  
output          overflow;
wire    [64-1:0]  result_o;
wire             zero_o;
reg [1:0] oper;
wire [63:0] carry;
reg a_in;
reg b_in;
reg less_sig;
wire			set;
wire			equal;
assign carry[0] = (ctrl_i==4'b0110)? 1: (ctrl_i==4'b0111)? 1: 0;  
assign zero_o = (result_o == 0) ? 1 : 0; 
assign equal = (src1_i == src2_i) ? 1 : 0;
assign overflow = ( (ctrl_i==4'b0000) & src1_i[63] & src2_i[63] & ~result_o[63]) ? 1 
					  :( (ctrl_i==4'b0000) & ~src1_i[63] & ~src2_i[63] & result_o[63]) ? 1 
					  :( (ctrl_i==4'b0110) & src1_i[63] & ~src2_i[63] & ~(result_o[63])) ? 1 
					  :( (ctrl_i==4'b0110) & ~src1_i[63] & src2_i[63] & result_o[63]) ? 1 
					  : 0;
always@(*)  
begin  
	 begin
		less_sig <= 1'b0;
		case(ctrl_i)
			4'b0000:begin 
					a_in  	<= 0;
					b_in 	 	<= 0;
					oper  	<= 2'b00; 
					end
			4'b0001:begin 
					a_in  	<= 0;
					b_in 	 	<= 0;
					oper  	<= 2'b01; 
					end
			4'b0010:begin 
					a_in  	<= 0;
					b_in 	 	<= 0;
					oper  	<= 2'b10; 
					end
			4'b0110:begin 
					a_in  	<= 0;
					b_in 	 	<= 1;
					oper  	<= 2'b10; 
					end
			4'b1100:begin 
					a_in  	<= 1;
					b_in 	 	<= 1;
					oper  	<= 2'b00; 
					end
			4'b1101:begin 
					a_in  	<= 1;
					b_in 	 	<= 1;
					oper  	<= 2'b01; 
					end
			4'b0111:begin 
					a_in  	<= 0;
					b_in 	 	<= 1;
					oper  	<= 2'b11; 
					end
			default: ;
		endcase
	end
end  
alu_top alu0(.src1(src1_i[0]), .src2(src2_i[0]), .less(set), .A_invert(a_in), .B_invert(b_in),
				  .cin(carry[0]), .operation(oper), .result(result_o[0]), .cout(carry[1]));
genvar i;
generate
for(i=1; i<63; i=i+1)begin
alu_top alu(.src1(src1_i[i]), .src2(src2_i[i]), .less(less_sig), .A_invert(a_in), .B_invert(b_in),
				  .cin(carry[i]), .operation(oper), .result(result_o[i]), .cout(carry[i+1]));
end  
endgenerate
alu_last alu63( .src1(src1_i[63]), .src2(src2_i[63]), .less(less_sig), .A_invert(a_in), .B_invert(b_in),
					.cin(carry[63]), .operation(oper), .result(result_o[63]), .cout(cout),
					.set(set), .equal(equal) );
endmodule
`timescale 1ns/1ps
module alu_last(
               src1,        
               src2,        
               less,        
               A_invert,    
               B_invert,    
               cin,         
               operation,   
               result,      
               cout,        
	       set,
	       equal
               );
input         src1;
input         src2;
input         less;
input         A_invert;
input         B_invert;
input         cin;
input [2-1:0] operation;
input 	      equal;
output        result;
output reg    cout;
output        set;
reg           result;
reg s1, s2;
assign set= s1^s2^cin; 
always@(*)
begin
	if(A_invert) s1= ~src1;  else s1=src1;
	if(B_invert) s2= ~src2; else s2=src2;
	case(operation)
        	2'b00:  begin  
			result=s1&s2;
			cout=0;
			end
		2'b01:  begin 
			result= s1 | s2;
			cout=0;
			end
		2'b10: begin 
			result= s1^s2^cin;  
			cout=(s1&s2)+(s1&cin)+(s2&cin);
			end
		2'b11: begin 
			result= less; 
			cout=0;
			end
        endcase
end
endmodule
```
**flow/run.sh**
```bash
#!/bin/bash
# OpenROAD 26Q1-2900-gdf79404cd8, Yosys 0.63+post, stock flow scripts
make -C /OpenROAD-flow-scripts/flow DESIGN_CONFIG=/design/flow/config.mk WORK_HOME=/design/flow/orfs finish
```
==> qor.csv <==
metric,value,unit
status,"complete, no violations",
overflow,0,
unclocked_pins,4,
critPathMaxStageDelay,530,ps
die-height,95,µm
powerDensity,104,nW/µm²
lay_top_cells,"conb_1 (64), buf_4 (5), dlxtn_1 (4), buf_2 (4)",
syn_inst,98,
drtAntennaViolNets,0,
synthTopCellsByArea,"buf_4 (66%), dlxtn_1 (8.1%), mux2i_1 (4.0%), xor2_1 (3.5%), nor2b_1 (2.5%)",
vias,409,
holdCritPathClass,input pin to output port,
lay_top_count,conb_1,
yosys_area,742,µm²
fin_setup_tns,0,ps
min_from,ctrl_i[2],
p_leak,0.410,nW
routed_wl,1430,µm
crit_fanout,4,
stdcell_count,181,
cts_hold_buf,0,
antenna_found_initial,0,
synth_area,742,µm²
cp-end-kind,output port,
gp_congestion,0.628,
area_delta_synth_final,-7.76,%
fp_util,0.136,
io_buffers,9,
placed_cells,182,
cp.required,1600,ps
startpoint_type,input pin,
critPathArrivalTime,1490,ps
cpLargestDelayFamily,simple AND/OR/NAND/NOR gates,
grt_pass1_vias,469,
hpwl,1370,µm
synth_area_leader_cell,buf_4,
num-fill-cells,643,
die_w,95,µm
drt-initial-drc-count,9,
grt_use_total,0.0258,
finalCriticalPeriod,1890,ps
ys.flops,4,
ys_cells,98,
core-area,5470,µm²
setup_viol,0,
grt_pass1_wl,2010,µm
die-area,9030,µm²
clock.fmax,0.529,GHz
yosysWarnings,67,
ir_drop,0.0000273,V
rsz0062_at_grt,no,
ys_types,20,
worstSetupPathType,input pin to output port,
layout-drive-gt1-share,0.119,
min_path_cells,6,
grt_max_degree,7,
cp_slowest_cell,or4_4,
path_cells,buf_2 -> or4_4 -> mux2i_1 -> nand2b_1 -> mux2i_1 -> buf_2,
path_buffers,2,
drv_slew,0,
via_per_inst,2.26,
drc,0,
post-route-period-util,0.946,
synth_top_area_share,0.658,
avgRoutedWirePerCell,7.88,µm
pin_count,199,
finalHoldViolCount,0,
rows,27,
syn_area_per_cell,7.57,µm²
first_pass_iters,4,
unconstrained_endpoints,4,
warnings,158,
maxCapViolations,0,
num_antenna_cells,0,
holdPathEnd,overflow,
stage by stage:
step	hold slack, ps	total power, mW	setup slack, ps	utilization	cell area (µm²)
after floorplan	869	0.128	308	-	978
after global placement	1930	0.0829	-668	0.129	704
after detailed placement	1920	0.0825	-687	0.129	704
after CTS	1320	0.0813	4.05	0.129	704
after global routing	1350	0.0850	14.4	0.125	684
final	1300	0.0709	108	0.125	684
state kept, by name (all words and copies together) (netlist names):
name,cells
a_in,1
b_in,1
oper,2
where the power goes:
group / leakage (nW) / total (mW) / internal (mW) / switching, mW
Clock: 0 / 0 / 0 / 0
Sequential: 0.0312 / 0.0107 / 0.00890 / 0.00185
Combinational: 0.379 / 0.0601 / 0.0293 / 0.0309
synthesized netlist by cell type (all sizes together):
cell / count
or4: 1
inv: 1
buf: 66
or4bb: 1
a21oi: 2
conb: 1
nor2: 2
o22ai: 1
dlxtn: 4
and2: 1
o21ai: 1
nor3b: 1
nand2: 3
nor2b: 3
nor3: 1
mux2i: 3
and3: 1
xor2: 3
nand2b: 2
final cells by class:
class / count / area, µm² / area share
repair buffers: 14 / 106 / 0.155
inverters: 1 / 3.75 / 0.00548
flip-flops and latches: 4 / 60.1 / 0.0878
multi-input cells: 90 / 424 / 0.620
well taps: 72 / 90.1 / 0.132
worst max path at each step:
stage | start | endpoint | slack, ps | cells past startpoint
finish | ctrl_i[0] | overflow | 110 | 6
global route | ctrl_i[0] | overflow | 10 | 6
CTS | src1_i[63] | result_o[63] | 4 | 5
logic make-up (layout without fill, tap and decap cells):
kind of cell | Yosys count | in the layout | synth area share
latches | 4 | 4 | 0.0809
simple gates | 16 | 16 | 0.132
other cells | 1 | 64 | 0.00505
xor+xnor | 3 | 3 | 0.0354
mux | 3 | 3 | 0.0405
compound gates | 4 | 4 | 0.0287
buf+inv | 67 | 15 | 0.678
repair_timing:
item,in CTS,in global routing
pin swaps,7,5
hold endpoints to repair,0,0
gates resized,20,5
setup buffers,1,0
setup endpoints to repair,3,3
per-layer routing:
metal | routed length, µm | GRT usage
met2 | 678 | 0.0458
met3 | 133 | 0.00561
met4 | 0 | 0
met5 | 0 | 0
met1 | 613 | 0.0331
Power and IR drop assume default switching activity.
