`config.mk`:
```
export PLATFORM = sky130hd
export DESIGN_NAME = Reg_File
export DESIGN_NICKNAME = Reg_File
export VERILOG_FILES = /design/flow/design.v
export SDC_FILE = /design/flow/constraint.sdc
export NUM_CORES = 4
export LEC_CHECK = 1
export CORE_UTILIZATION = 30
```
`constraint.sdc`:
```
current_design Reg_File

set clk_period 28.5
set clk_io_pct 0.2

create_clock -name clk0 -period $clk_period [get_ports {clk_i}]

set non_clock_inputs [all_inputs -no_clocks]
set_input_delay [expr $clk_period * $clk_io_pct] -clock clk0 $non_clock_inputs
set_output_delay [expr $clk_period * $clk_io_pct] -clock clk0 [all_outputs]
```
`design.v`:
```
module Reg_File(
    clk_i,
	nrst_i,
    RSaddr_i,
    RTaddr_i,
    RDaddr_i,
    RDdata_i,
    RegWrite_i,
    RSdata_o,
    RTdata_o
    );
input           clk_i;
input           nrst_i;
input           RegWrite_i;
input  [5-1:0]  RSaddr_i;
input  [5-1:0]  RTaddr_i;
input  [5-1:0]  RDaddr_i;
input  [64-1:0] RDdata_i;
output [64-1:0] RSdata_o;
output [64-1:0] RTdata_o;   
reg  signed [64-1:0] REGISTER_BANK [0:32-1];      
wire        [64-1:0] RSdata_o;
wire        [64-1:0] RTdata_o;
assign RSdata_o = REGISTER_BANK[RSaddr_i] ;
assign RTdata_o = REGISTER_BANK[RTaddr_i] ;   
always @( posedge clk_i  ) begin
    if(nrst_i == 0) begin
	    REGISTER_BANK[0]  <= 0; REGISTER_BANK[1]  <= 0; REGISTER_BANK[2]  <= 0; REGISTER_BANK[3]  <= 0;
	    REGISTER_BANK[4]  <= 0; REGISTER_BANK[5]  <= 0; REGISTER_BANK[6]  <= 0; REGISTER_BANK[7]  <= 0;
        REGISTER_BANK[8]  <= 0; REGISTER_BANK[9]  <= 0; REGISTER_BANK[10] <= 0; REGISTER_BANK[11] <= 0;
	    REGISTER_BANK[12] <= 0; REGISTER_BANK[13] <= 0; REGISTER_BANK[14] <= 0; REGISTER_BANK[15] <= 0;
        REGISTER_BANK[16] <= 0; REGISTER_BANK[17] <= 0; REGISTER_BANK[18] <= 0; REGISTER_BANK[19] <= 0;      
        REGISTER_BANK[20] <= 0; REGISTER_BANK[21] <= 0; REGISTER_BANK[22] <= 0; REGISTER_BANK[23] <= 0;
        REGISTER_BANK[24] <= 0; REGISTER_BANK[25] <= 0; REGISTER_BANK[26] <= 0; REGISTER_BANK[27] <= 0;
        REGISTER_BANK[28] <= 0; REGISTER_BANK[29] <= 0; REGISTER_BANK[30] <= 0; REGISTER_BANK[31] <= 0;
	end
    else begin
        if(RegWrite_i) 
            REGISTER_BANK[RDaddr_i] <= RDdata_i;	
		else 
		    REGISTER_BANK[RDaddr_i] <= REGISTER_BANK[RDaddr_i];
	end
end
endmodule     
```
`run.sh`:
```
#!/bin/bash
# OpenROAD 26Q1-2900-gdf79404cd8, Yosys 0.63+post, stock flow scripts
make -C /OpenROAD-flow-scripts/flow DESIGN_CONFIG=/design/flow/config.mk WORK_HOME=/design/flow/orfs finish
```
==> reports/metrics.cfg <==
[floorplanning]
die_x_um=599.6
fp-utilization_pct=30.12
die_h_um=599.6
chip_area_um2=359500
rows=219
io_pins=210
core_um2=355700

[timing]
finalSetupTns_ns=0
setup_viol=0
min_period_over_period_pct=58.14
max_freq_mhz=60.36
worst_pin_slew_ns=1.197
rsz0062_at_grt=no
maxSlewHeadroom_pct=20.22
maxSlewViolCount=0
hold_viol=0
hold_slack_ns=5.345
layout_min_cycle_time_ns=16.57

[clock_tree]
tritoncts=built
htree_levels=4
cts_resized=0
numCtsBuffers=210
cts-root-buf=clkbuf_16
cts_setup_buffers=0
cts_buffer_depth=4
ctsHoldBuffers=0
cts_sinks=2048
cts.clk_slew.worst_paths_ns=0.06

[logic_synthesis]
synth_warnings=1
common_cells=2,055 x and2_1, 2,048 x edfxtp_1, 867 x mux4_2
synthArstFlopShare_pct=0
netlist_area_um2=107100
synth.top_cell.area_share_pct=57.40
edf_count=2048
largest_area_cell=edfxtp_1
syn_inst=7046
synth_seq_share_pct=57.40
ys.flops=2048
ff_type=edfxtp_1
synth.most_common_cell=and2_1
yosys_cells=7046
synthTopCellsByArea=edfxtp_1 57%, mux4_2 18%, and2_1 12%, mux2i_1 2.7%, o22ai_1 1.8%
synth_area_per_cell_um2=15.21
synth.distinct_cells=44
ys_area_um2=107100

[route]
met2_length_mm=195.1
first_pass_iters=22
route.met3.wl_mm=83.37
vias_per_cell=5.748
drc=0
avgRoutedWirePerCell_um=36.51
top_layer_used=met5
drt_iter0_drc=5227
ant_nets=0
vias=69444
routed_wl_mm=441.1
wl_met1_mm=123.6

[layout]
top_register=REGISTER_BANK
num-fill-cells=33275
largestRegisters=REGISTER_BANK (2048)
area_growth_syn_to_layout_pct=13.86
final_layout_size_suffix_gt1_share_pct=23.34
largest_register_ff_count=2048

[setup_path]
critical_path_required_ns=22.80
crit_fanout=45
start_kind=input pin
criticalPathCategory=in -> out
cp.arrival_ns=10.87
crit_path_end_kind=primary output

[hold_path]
hold_path.class=in -> reg

[status]
outcome=completed

[place]
io_buffers=209
place.gp.congestion=0.9531
place.detailed.hpwl_mm=260.4

[power_and_ir_drop]
p_leak_uw=0.04073
ir_drop_mv=0.05146
powerDensity_nw_per_um2=58.96

[global_routing]
grt_usage_pct=26.10
antenna_found_initial=45
gr-total-overflow=0
grt_pass1_wl_mm=602.8
grt_start_max_net_pins=94
grt_pass1_vias=75126

[flow_run]
warnings=26
maxCapViolations=0

[cell type report]
type	count	area [um^2]	area share, %
repair buffers	610	5235	4.292
flip-flops and latches	2048	61500	50.42
clock buffers	258	5478	4.491
diodes	46	115.1	0.09437
clock inverters	120	985.9	0.8083
well taps	4751	5944	4.873
multi-input cells	4248	42720	35.02
inverters	1	3.754	0.003077
[worst max-delay path, cell delays in order]
cell and delay (ns):
buf_8 0.40, buf_4 0.61, buf_4 0.59, buf_4 0.69
buf_4 0.69, mux4_2 0.36, o22ai_1 0.10, nor4_1 0.90
buf_4 0.24, clkdlybuf4s50_1 0.45
[power by group]
group          switching [uW]  leakage, uW  internal (uW)
clock network            1220      0.00315           1500
logic                     542       0.0181            371
registers                83.6       0.0195           3480
[layer usage]
metal,track usage (%),vias to the layer above
li1,-,27500
met1,23.94,33843
met2,37.35,6450
met3,22.24,1600
met4,17.22,51
met5,2.981,-
[cells in the final DEF, fill, tap and decap left out, types with 7 or more instances in the layout]
cell                n
nor2_2              8
nand2b_1            8
mux2i_1           290
o21ai_4            32
nor2_4             33
edfxtp_1         2048
bufinv_16          16
diode_2            46
nand4_1            29
and2_1           2055
clkbuf_1           46
clkbuf_16         212
a21oi_1            39
nand2_1            15
o22ai_1           315
nor2_1             27
a2111oi_0          12
nor4_1             85
a22oi_1           209
a211oi_1           35
nand3_1            47
nor4_2              7
clkinv_1           57
clkinv_2           32
buf_4             392
mux4_2            867
clkdlybuf4s50_1   200
nor2b_1            37
buf_12             10
nor2b_2             8
mux2_2             32
[logic make-up after synthesis]
family          synth area share (%)
mux                            21.27
compound gates                 4.078
flops                          57.40
buf+inv                        3.355
simple gates                   13.89
[worst paths after layout]
check,endpoint,depth (start not counted),slack (ns),from
worst max-delay path,RSdata_o[37],10,11.93,RSaddr_i[0]
worst min-delay path,REGISTER_BANK[14][54],2,5.35,nrst_i
[through the flow]
stage	total power, uW	area, um^2	utilization, %	worst slack (ns)	std cells
finish	7192	122000	34.30	11.93	12082
global route	7348	121900	34.27	11.56	12050
CTS	7186	121900	34.26	11.73	12036
detailed placement	4513	115400	32.45	11.75	11658
global placement	4504	115400	32.45	11.72	11658
floorplan	4092	107100	-	15.77	7046
Power and IR drop assume default switching activity.
